$ cat /design/flow/run.sh
#!/bin/bash
# OpenROAD 26Q1-2900-gdf79404cd8, Yosys 0.63+post, stock flow scripts
make -C /OpenROAD-flow-scripts/flow DESIGN_CONFIG=/design/flow/config.mk WORK_HOME=/design/flow/orfs finish
$ cat /design/flow/config.mk
export PLATFORM = sky130hd
export DESIGN_NAME = AXI_early_reflection
export DESIGN_NICKNAME = AXI_early_reflection
export VERILOG_FILES = /design/flow/design.v
export SDC_FILE = /design/flow/constraint.sdc
export NUM_CORES = 4
export LEC_CHECK = 1
export CORE_UTILIZATION = 50
$ cat /design/flow/constraint.sdc
current_design AXI_early_reflection

set clk_period 613.3
set clk_io_pct 0.2

create_clock -name clk0 -period $clk_period [get_ports {clk}]

set non_clock_inputs [all_inputs -no_clocks]
set_input_delay [expr $clk_period * $clk_io_pct] -clock clk0 $non_clock_inputs
set_output_delay [expr $clk_period * $clk_io_pct] -clock clk0 [all_outputs]
$ cat /design/flow/design.v
`timescale 1ns / 1ps
module AXI_early_reflection#(
    parameter data_width = 24,
    parameter D1 = 100,
    parameter D2 = 300,
    parameter D3 = 400,
    parameter D4 = 500
    )
    (
   input                   clk,
   input                   rst,
   input                   EN,
   input [data_width-1:0]  s_axis_tdata,
   input                   s_axis_tvalid,
   input                   s_axis_tlast,
   output                  s_axis_tready,
   output [data_width-1:0] m_axis_tdata,
   output                  m_axis_tvalid,
   output                  m_axis_tlast,
   input                   m_axis_tready
    );
   reg [data_width-1:0]    r_m_axis_tdata;
   reg                     r_m_axis_tvalid;
   reg                     r_m_axis_tlast;
   reg [data_width-1:0]    buffer[0:D4-1];
   reg [data_width-1:0]    buffer_right[0:D4-1];
   reg signed [data_width-1:0]    xn,xnD1,xnD2,xnD3,xnD4,xn_right,xnD1_right,xnD2_right,xnD3_right,xnD4_right;  
   reg signed [data_width-1:0]    yn,yn_right;  
   reg signed [data_width-1:0]    data;
   reg signed [(data_width*2)-1:0] r_y,r_s,r_s2,r_s3,r_y_right,r_s_right,r_s2_right,r_s3_right;  
   reg signed [data_width-1:0]    r_s1,r_s1_right;  
   localparam         STATE_TYPE_idle             = 5'b00000;
   localparam         STATE_TYPE_transferred_left = 5'b00001; 
   localparam         STATE_TYPE_calculate1_left  = 5'b00010;                          
   localparam         STATE_TYPE_calculate2_left  = 5'b00011; 
   localparam         STATE_TYPE_calculate3_left  = 5'b00100; 
   localparam         STATE_TYPE_calculate4_left  = 5'b00101; 
   localparam         STATE_TYPE_calculate5_left  = 5'b00110; 
   localparam         STATE_TYPE_calculate6_left  = 5'b00111;
   localparam         STATE_TYPE_transferred0     = 5'b01000;  
   localparam         STATE_TYPE_delay_line1_left = 5'b01001;
   localparam         STATE_TYPE_delay_line2_left = 5'b01010;
   localparam         STATE_TYPE_transferred_right = 5'b01011; 
   localparam         STATE_TYPE_calculate1_right = 5'b01100;                          
   localparam         STATE_TYPE_calculate2_right = 5'b01101; 
   localparam         STATE_TYPE_calculate3_right = 5'b01110; 
   localparam         STATE_TYPE_calculate4_right = 5'b01111; 
   localparam         STATE_TYPE_calculate5_right = 5'b10000; 
   localparam         STATE_TYPE_calculate6_right = 5'b10001; 
   localparam         STATE_TYPE_delay_line1_right = 5'b10010;
   localparam         STATE_TYPE_delay_line2_right = 5'b10011;
   reg [4:0]               state;
   wire                    ready;
   reg                     tlast;
   integer                 i;
   wire signed [data_width-1:0]     b1,b2,b3,b4,amp;
   assign b1 = 3050403;  
   assign b2 = 2287802;  
   assign b3 = 1906502;  
   assign b4 = 1143901;  
   assign amp = 8220836;  
   always @(posedge clk or negedge rst)
   begin
      if (rst == 1'b0)begin
         state <= STATE_TYPE_idle;
         r_s1<=0;r_s1_right<=0; 
         xn<=0;xnD1<=0;xnD2<=0;xnD3<=0;xnD4<=0;xn_right<=0;xnD1_right<=0;xnD2_right<=0;xnD3_right<=0;xnD4_right<=0;
         yn<=0;yn_right<=0;r_y<=0;r_s<=0;r_s2<=0;r_s3<=0;r_y_right<=0;r_s_right<=0;r_s2_right<=0;r_s3_right<=0;
      end else begin
         case (state)
            STATE_TYPE_idle :
            begin
               r_m_axis_tvalid <= 1'b0;
               if( EN == 1)begin
                   if ((s_axis_tvalid == 1'b1) & (ready == 1'b1))begin
                      if(s_axis_tlast == 0)begin
                            state <= STATE_TYPE_transferred_left;
                      end else
                            state <= STATE_TYPE_transferred_right;
                   end
               end else
                    if ((s_axis_tvalid == 1'b1) & (ready == 1'b1))
                      state <= STATE_TYPE_transferred0;
             end
            STATE_TYPE_transferred_left:
               begin
                  r_m_axis_tvalid <= 1'b1;
                  r_m_axis_tdata <= yn;
                  r_m_axis_tlast <= tlast;
                  xn <= s_axis_tdata;
                  tlast <= s_axis_tlast;
                  state <= STATE_TYPE_calculate1_left;
               end
            STATE_TYPE_calculate1_left:
                begin
                    r_m_axis_tvalid <= 1'b0;
                    r_y <= b1*xnD1 + b2*xnD2 + b3*xnD3 + b4*xnD4;  
                    state <= STATE_TYPE_calculate2_left;
                end
             STATE_TYPE_calculate2_left:
                begin
                    r_s <= (r_y >> 23); 
                    state <= STATE_TYPE_calculate3_left;
                end   
             STATE_TYPE_calculate3_left:
                begin
                    r_s1 <= r_s[data_width-1:0];     
                    state <= STATE_TYPE_calculate4_left;
                end 
             STATE_TYPE_calculate4_left:
                begin
                    r_s2  <= amp * r_s1; 
                    state <= STATE_TYPE_calculate5_left;
                end 
             STATE_TYPE_calculate5_left:
                begin
                    r_s3 <= (r_s2 >> 23); 
                    state <= STATE_TYPE_calculate6_left;
                end   
             STATE_TYPE_calculate6_left:
                begin
                    yn <= r_s3[data_width-1:0];     
                    state <= STATE_TYPE_delay_line1_left;
                end    
             STATE_TYPE_delay_line1_left:
                begin
                    for(i=0;i<(D4-1);i=i+1)begin
                        buffer[i] <= buffer[i+1];
                    end
                    buffer[D4-1] <= xn;
                    state <= STATE_TYPE_delay_line2_left;
                end 
              STATE_TYPE_delay_line2_left:
                begin
                    xnD1 <= buffer[D4-D1-1];
                    xnD2 <= buffer[D4-D2-1];
                    xnD3 <= buffer[D4-D3-1];
                    xnD4 <= buffer[0];
                    state <= STATE_TYPE_idle;
                end
              STATE_TYPE_transferred_right:
               begin
                  r_m_axis_tvalid <= 1'b1;
                  r_m_axis_tdata <= yn_right;
                  r_m_axis_tlast <= tlast;
                  xn_right <= s_axis_tdata;
                  tlast <= s_axis_tlast;
                  state <= STATE_TYPE_calculate1_right;
               end
            STATE_TYPE_calculate1_right:
                begin
                    r_m_axis_tvalid <= 1'b0;
                    r_y_right <= b1*xnD1_right + b2*xnD2_right + b3*xnD3_right + b4*xnD4_right;  
                    state <= STATE_TYPE_calculate2_right;
                end
             STATE_TYPE_calculate2_right:
                begin
                    r_s_right <= (r_y_right >> 23); 
                    state <= STATE_TYPE_calculate3_right;
                end   
             STATE_TYPE_calculate3_right:
                begin
                    r_s1_right <= r_s_right[data_width-1:0];     
                    state <= STATE_TYPE_calculate4_right;
                end 
             STATE_TYPE_calculate4_right:
                begin
                    r_s2_right  <= amp * r_s1_right; 
                    state <= STATE_TYPE_calculate5_right;
                end 
             STATE_TYPE_calculate5_right:
                begin
                    r_s3_right <= (r_s2_right >> 23); 
                    state <= STATE_TYPE_calculate6_right;
                end   
             STATE_TYPE_calculate6_right:
                begin
                    yn_right <= r_s3_right[data_width-1:0];     
                    state <= STATE_TYPE_delay_line1_right;
                end    
             STATE_TYPE_delay_line1_right:
                begin
                    for(i=0;i<(D4-1);i=i+1)begin
                        buffer_right[i] <= buffer_right[i+1];
                    end
                    buffer_right[D4-1] <= xn_right;
                    state <= STATE_TYPE_delay_line2_right;
                end 
              STATE_TYPE_delay_line2_right:
                begin
                    xnD1_right <= buffer_right[D4-D1-1];
                    xnD2_right <= buffer_right[D4-D2-1];
                    xnD3_right <= buffer_right[D4-D3-1];
                    xnD4_right <= buffer_right[0];
                    state <= STATE_TYPE_idle;
                end
              STATE_TYPE_transferred0:
               begin
                  r_m_axis_tvalid <= 1'b1;
                  r_m_axis_tdata <= data;
                  r_m_axis_tlast <= tlast;
                  data <= s_axis_tdata;
                  tlast <= s_axis_tlast;
                  state <= STATE_TYPE_idle;
               end
            default 
               state <= STATE_TYPE_idle;
         endcase
      end
   end
   assign ready = m_axis_tready | (~s_axis_tvalid);
   assign s_axis_tready = ready;
   assign m_axis_tvalid = r_m_axis_tvalid;
   assign m_axis_tdata = r_m_axis_tdata;
   assign m_axis_tlast = r_m_axis_tlast;
endmodule
==> Changelog: implementation <==
### Implementation results

* Outcome: finished, final reports clean
* # IOs at approximately 57
* Row Count at around 480
* GR Overflow Total at 0
* Clock buffer depth at 6
* DR WL/cell at approximately 19 µm
* Min Tclk post-route at between 200000 and 250000 ps
* Hpwl dp at 712000 µm
* Final hold violation count at 0
* Area leader, netlist: edfxtp_1
* Initial antenna violation count at roughly 44
* Post-layout period usage at 0.402
* Routed vias/inst at 4.82
* H-tree Lvls at 8
* Post-Synth Adder-Cell Area at 0.0913
* CP delay by family, top: buffers and inverters
* Top cells by count: edfxtp_1 (24100), inv_1 (3955), fa_1 (2543)
* Main synth FF type: edfxtp_1
* Number of enable flip-flop cells at between 20000 and 25000
* Die X-Extent at about 1300 µm
* Hold crit path type: reg -> reg
* Area post-placement at between 800000 and 900000 µm²
* Area added between synthesis and finish at 12.5%
* Asr flop ratio synth at 0.0223
* Global-route wire length before repair at roughly 1900000 µm
* Yosys Chip Area at 846000 µm²
* Synth Seq Share at 0.870
* Top Registers: buffer (12000), buffer_right (12000)
* Core area at 1690000 µm²
* CTS Buf Count at 2413
* Synthesized instance count at approximately 36000
* Pwr dens at around 3.3 nW/µm²
* Post-synthesis compound-gate area fraction at 0.00674
* Routability Congestion at approximately 0.9
* Setup TNS at 0 ps
* Gates resized, CTS repair at 0
* Fin util at 0.564
* Insertion Delay late pin at 1360 ps
* Worst path max stage delay at about 520 ps
* DRT antenna net count at 0
* Mean Syn Cell Area at ~24 µm²
* CTS tree: built
* Max-slew headroom at 0.0157
* Clk slew on worst S/H paths at 60 ps
* Static Leak at 259 nW
* Clock skew at roughly 140 ps
* Global-route usage over all layers at 0.163
* Data arrival time of the critical path at roughly 120000 ps
* Number of global-route vias before repair at about 320k
* Chip area at 1700000 µm²
* Clock Tree Root: clkbuf_16
* Fmax at 0.00406 GHz
* Warnings from Yosys at 3
* Max-Cap Viols at 0
* Yosys Instances at between 30000 and 40000
* Critical Path RT at a little under 500000 ps
* RSZ-0062 raised after global routing: no
* Worst hold margin at just over 300 ps
* CP cell instances: clkdlybuf4s50_1, nand2b_1, clkdlybuf4s50_1
* Top cells, area: edfxtp_1 (85%), fa_1 (6.0%), ha_1 (3.1%)
* DRC at 0
* Basic Gates by Area at 0.00393
* CTS sink cnt at about 25000
* Final wirelength at around 1200000 µm
* Startpoint types: input pin
* Synth mux share at 0.00591
* Share of layout cells above drive strength 1 at 0.101
* Top logic family: adder cells
* WP buf/inv at 2
* Port bufs at around 56
* Worst Tran Pin Value at 1480 ps
* CP max FO at 3
* #FFs+latches synth at 24600
* Log Warnings at between 300 and 400
* Drt first pass iters at 6
* Fp_density at 0.501
* Largest type area fraction at 0.854
* Setup crit end kind: output port
* Final setup vio count at 0
* Synth top cell by count: edfxtp_1
* DR iter-0 viols at roughly 21000
* Pin count of the biggest net entering global routing at between 150 and 200
* PnR Total Power at roughly 3.2 mW
* Die height at around 1300 µm
* Most common cell on crit path: clkdlybuf4s50_1
* Post-route cell area at between 900000 and 1000000 µm²
* Vias at about 300k
* Max Transition Viols Final at 0
* Worst VDD drop at 0.00340 mV
* Post-Syn Area at approximately 850000 µm²
* Slowest CP cell: clkdlybuf4s50_1
* Yosys cell types at 86
* Xor/xnor share at 0.00405
* Setup bufs post-CTS at 0
* Hold_buf cts at 0
* Critical path type: in -> out
[where the power goes]
| part | switching (mW) | internal, mW |
|---|---|---|
| combinational | 0.000924 | 0.000235 |
| clock | 0.581 | 0.780 |
| sequential | 0 | 1.82 |
| total | 0.582 | 2.60 |
[logic make-up (layout without fill, tap and decap cells)]
family	after synthesis	in the layout
compound gates	881	881
xor+xnor	387	387
flops	24600	24600
mux	447	447
other cells	0	34
simple gates	717	717
buf+inv	4061	8698
fa+ha+maj	4643	4643
[worst paths after layout]
kind | cells after the start | from | slack, ps | endpoint
setup / recovery | 3 | m_axis_tready | 366800 | s_axis_tready
hold / removal | 0 | buffer_right[92][1] | 300 | buffer_right[91][1]
setup reg to reg | 47 | xnD2[12] | 599430 | r_y[46]
hold reg to reg | 0 | buffer_right[92][1] | 300 | buffer_right[91][1]
max in group asynchronous | 4 | rst | 489880 | xnD3[0]
min in group asynchronous | 1 | rst | 121320 | state[11]
[worst reg2reg max path, delay by kind of cell, from the launching register on]
| family | cells | cell delay, ps |
|---|---|---|
| DFF | 1 | 680 |
| xor gates and xnor gates | 2 | 710 |
| AOI/OAI and AO/OA | 18 | 3830 |
| buffers and inverters | 8 | 440 |
| muxes | 1 | 270 |
| adders and majority gates | 16 | 7340 |
| and+or+nand+nor | 2 | 430 |
[layout by cell type, fill, tap and decap left out, types with 19 or more instances in the layout]
cell type,n
nand2_1,284
a31oi_1,21
nor2_1,158
nor3_1,38
a21o_1,133
clkinv_8,37
edfxtp_1,24100
buf_4,438
clkinvlp_4,33
nand3_1,43
xor2_1,127
inv_6,78
and3_1,19
dfrtp_1,537
nand2b_1,41
clkbuf_16,2449
clkinv_2,341
a22oi_1,26
o21bai_1,28
o21ai_0,217
bufinv_16,105
mux2i_1,30
clkdlybuf4s50_1,55
mux2_2,417
clkinv_1,516
ha_1,2100
xnor2_1,257
a21oi_1,236
a211oi_1,32
nor2b_1,33
clkbuf_1,581
fa_1,2543
diode_2,34
nand4_1,29
inv_1,3955
o21a_1,35
buf_12,46
[per-stage QoR]
step           instances  worst slack (ps)
3_3_place_gp       58700            366700
3_5_place_dp       58700            366780
2_1_floorplan      35700            209080
5_1_grt            62900            366740
4_1_cts            62900            366770
6_report           62900            366800
[layout make-up]
class	instances	area (µm²)
flip-flops and latches	24600	736000
fillers	120000	735000
multi-input cells	7075	94600
clock buffers	3044	63700
well taps	22500	28200
inverters	3956	14800
clock inverters	1158	9150
repair buffers	540	4770
diodes	34	85.1
[routing by layer]
layer  vias to the layer above  track usage  part of all wire
li1                     140000            -                 -
met1                    151000        0.289              0.42
met2                      9924        0.196              0.41
met3                      2295        0.109              0.15
met4                        10       0.0377             0.029
met5                         -      0.00175           0.00037
No activity file was given, so power comes from the tool's default toggle rates.
