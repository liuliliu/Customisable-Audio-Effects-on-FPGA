--- ./run.sh ---
#!/bin/bash
# OpenROAD 26Q1-2900-gdf79404cd8, Yosys 0.63+post, stock flow scripts
make -C /OpenROAD-flow-scripts/flow DESIGN_CONFIG=/design/flow/config.mk WORK_HOME=/design/flow/orfs finish
--- ./config.mk ---
export PLATFORM = sky130hd
export DESIGN_NAME = AXI_Allpass
export DESIGN_NICKNAME = AXI_Allpass
export VERILOG_FILES = /design/flow/design.v
export SDC_FILE = /design/flow/constraint.sdc
export NUM_CORES = 4
export LEC_CHECK = 1
export CORE_UTILIZATION = 50
--- ./constraint.sdc ---
current_design AXI_Allpass

set clk_period 980.4
set clk_io_pct 0.2

create_clock -name clk0 -period $clk_period [get_ports {clk}]

set non_clock_inputs [all_inputs -no_clocks]
set_input_delay [expr $clk_period * $clk_io_pct] -clock clk0 $non_clock_inputs
set_output_delay [expr $clk_period * $clk_io_pct] -clock clk0 [all_outputs]
--- ./design.v ---
`timescale 1ns / 1ps
module AXI_Allpass#(
    parameter data_width = 24,
    parameter Delay = 400
    )
    (
   input                   clk,
   input                   rst,
   input                   EN,
   input [data_width-1:0]  s_axis_tdata,
   input                   s_axis_tvalid,
   input                   s_axis_tlast,
   output                  s_axis_tready,
   output [data_width-1:0] m_axis_tdata,
   output                  m_axis_tvalid,
   output                  m_axis_tlast,
   input                   m_axis_tready,
   output                  led_test
    );
   reg [data_width-1:0]    r_m_axis_tdata;
   reg                     r_m_axis_tvalid;
   reg                     r_m_axis_tlast;
   reg                     r_led;
   reg [data_width-1:0]    y_buffer[0:Delay-1];
   reg [data_width-1:0]    y_buffer_right[0:Delay-1];
   reg [data_width-1:0]    x_buffer[0:Delay-1];
   reg [data_width-1:0]    x_buffer_right[0:Delay-1];
   reg signed [data_width-1:0]    xn,xn_right,xnm,xnm_right;  
   reg signed [data_width-1:0]    yn,ynm,yn_right,ynm_right;  
   reg signed [data_width-1:0]    data;
   reg signed [(data_width*2)-1:0] r_x,r_y,r_x1,r_s,r_s1,r_x_right,r_y_right,r_s_right,r_s1_right,r_x1_right;  
   localparam         STATE_TYPE_idle = 4'b0000;
   localparam         STATE_TYPE_transferred_left = 4'b0001; 
   localparam         STATE_TYPE_calculate1_left = 4'b0010;                          
   localparam         STATE_TYPE_calculate2_left = 4'b0011; 
   localparam         STATE_TYPE_calculate3_left = 4'b0100; 
   localparam         STATE_TYPE_calculate4_left = 4'b0101; 
   localparam         STATE_TYPE_transferred0 = 4'b0110;  
   localparam         STATE_TYPE_delay_line1_left = 4'b0111;
   localparam         STATE_TYPE_delay_line2_left = 4'b1000;
   localparam         STATE_TYPE_transferred_right = 4'b1001; 
   localparam         STATE_TYPE_calculate1_right = 4'b1010;                          
   localparam         STATE_TYPE_calculate2_right = 4'b1011; 
   localparam         STATE_TYPE_calculate3_right = 4'b1100; 
   localparam         STATE_TYPE_calculate4_right = 4'b1101; 
   localparam         STATE_TYPE_delay_line1_right = 4'b1110;
   localparam         STATE_TYPE_delay_line2_right = 4'b1111;
   reg [3:0]               state;
   wire                    ready;
   reg                     tlast;
   integer                 i;
   wire signed [data_width-1:0]     Gain,c;
   assign Gain = 5872025;  
   assign c = 8388608;  
   always @(posedge clk or negedge rst)
   begin
      if (rst == 1'b0)begin
         state <= STATE_TYPE_idle;
         xn<=0;yn<=0;ynm<=0;xn_right<=0;xnm<=0;xnm_right<=0;yn_right<=0;ynm_right<=0;
         r_y<=0;r_x<=0;r_s<=0;r_s1<=0;r_x_right<=0;r_y_right<=0;r_s_right<=0;r_s1_right<=0;r_x1<=0;r_x1_right<=0;
      end else begin
         case (state)
            STATE_TYPE_idle :
            begin
               r_m_axis_tvalid <= 1'b0;
               if( EN == 1)begin
                    r_led <= 1;
                   if ((s_axis_tvalid == 1'b1) & (ready == 1'b1))begin
                      if(s_axis_tlast == 0)begin
                            state <= STATE_TYPE_transferred_left;
                      end else
                            state <= STATE_TYPE_transferred_right;
                   end
               end else begin
                    r_led <= 0;
                    if ((s_axis_tvalid == 1'b1) & (ready == 1'b1))
                      state <= STATE_TYPE_transferred0;
               end
             end
            STATE_TYPE_transferred_left:
               begin
                  r_m_axis_tvalid <= 1'b1;
                  r_m_axis_tdata <= yn;
                  r_m_axis_tlast <= tlast;
                  xn <= s_axis_tdata;
                  tlast <= s_axis_tlast;
                  state <= STATE_TYPE_calculate1_left;
               end
            STATE_TYPE_calculate1_left:
                begin
                    r_m_axis_tvalid <= 1'b0;
                    r_y <= Gain*ynm;  
                    r_x <= Gain*xn;  
                    r_x1 <= c*xnm;
                    state <= STATE_TYPE_calculate2_left;
                end
             STATE_TYPE_calculate2_left:
                begin
                    r_s <= r_x+r_x1-r_y;
                    state <= STATE_TYPE_calculate3_left;
                end   
             STATE_TYPE_calculate3_left:
                begin
                    r_s1 <= (r_s >> 23);     
                    state <= STATE_TYPE_calculate4_left;
                end 
             STATE_TYPE_calculate4_left:
                begin
                    yn <= r_s1[data_width-1:0];  
                    state <= STATE_TYPE_delay_line1_left;
                end 
             STATE_TYPE_delay_line1_left:
                begin
                    for(i=0;i<(Delay-1);i=i+1)begin
                        y_buffer[i] <= y_buffer[i+1];
                    end
                    y_buffer[Delay-1] <= yn;
                    for(i=0;i<(Delay-1);i=i+1)begin
                        x_buffer[i] <= x_buffer[i+1];
                    end
                    x_buffer[Delay-1] <= xn;
                    state <= STATE_TYPE_delay_line2_left;
                end 
              STATE_TYPE_delay_line2_left:
                begin
                    ynm <= y_buffer[0];
                    xnm <= x_buffer[0];
                    state <= STATE_TYPE_idle;
                end
              STATE_TYPE_transferred_right:
               begin
                  r_m_axis_tvalid <= 1'b1;
                  r_m_axis_tdata <= yn_right;
                  r_m_axis_tlast <= tlast;
                  xn_right <= s_axis_tdata;
                  tlast <= s_axis_tlast;
                  state <= STATE_TYPE_calculate1_right;
               end
            STATE_TYPE_calculate1_right:
                begin
                    r_m_axis_tvalid <= 1'b0;
                    r_y_right <= Gain*ynm_right;  
                    r_x_right <= Gain*xn_right;  
                    r_x1_right <= c*xnm_right;
                    state <= STATE_TYPE_calculate2_right;
                end
             STATE_TYPE_calculate2_right:
                begin
                    r_s_right <= r_x_right+r_x1_right-r_y_right;
                    state <= STATE_TYPE_calculate3_right;
                end   
             STATE_TYPE_calculate3_right:
                begin
                    r_s1_right <= (r_s_right >> 23);     
                    state <= STATE_TYPE_calculate4_right;
                end 
             STATE_TYPE_calculate4_right:
                begin
                    yn_right <= r_s1_right[data_width-1:0];  
                    state <= STATE_TYPE_delay_line1_right;
                end 
             STATE_TYPE_delay_line1_right:
                begin
                    for(i=0;i<(Delay-1);i=i+1)begin
                        y_buffer_right[i] <= y_buffer_right[i+1];
                    end
                    y_buffer_right[Delay-1] <= yn_right;
                    for(i=0;i<(Delay-1);i=i+1)begin
                        x_buffer_right[i] <= x_buffer_right[i+1];
                    end
                    x_buffer_right[Delay-1] <= xn_right;
                    state <= STATE_TYPE_delay_line2_right;
                end 
              STATE_TYPE_delay_line2_right:
                begin
                    ynm_right <= y_buffer_right[0];
                    xnm_right <= x_buffer_right[0];
                    state <= STATE_TYPE_idle;
                end  
              STATE_TYPE_transferred0:
               begin
                  r_m_axis_tvalid <= 1'b1;
                  r_m_axis_tdata <= data;
                  r_m_axis_tlast <= tlast;
                  data <= s_axis_tdata;
                  tlast <= s_axis_tlast;
                  state <= STATE_TYPE_idle;
               end
            default 
               state <= STATE_TYPE_idle;
         endcase
      end
   end
   assign ready = m_axis_tready | (~s_axis_tvalid);
   assign s_axis_tready = ready;
   assign m_axis_tvalid = r_m_axis_tvalid;
   assign m_axis_tdata = r_m_axis_tdata;
   assign m_axis_tlast = r_m_axis_tlast;
   assign led_test = r_led;
endmodule
==> impl_metrics.env <==
# implementation run metrics
export IMPL_yosys_dominant_comb_family="adder cells"
export IMPL_worst_pin_slew_ns=0.972
export IMPL_ys_cells=44500
export IMPL_mux_area_frac=0.00299
export IMPL_globalplace_congestion=0.854
export IMPL_cts_resized=0
export IMPL_wl_met3_um=224000
export IMPL_synthCells=44500
export IMPL_wl_met2_um=568000
export IMPL_grt_pass1_wl_um=2340000
export IMPL_yosysSeqAreaShare=0.961
export IMPL_r2r_slack_ns=969.78
export IMPL_rows=572
export IMPL_ys_sh_simple=0.00329
export IMPL_grt_antenna_before_repair=27
export IMPL_syn2layout_area_growth_pct=13.1
export IMPL_min_period_ns=393.38
export IMPL_crit_top_cell="clkdlybuf4s50_1"
export IMPL_drive_gt1_frac=0.113
export IMPL_ys_flops=39000
export IMPL_ir_worst_vdd_mv=0.00194
export IMPL_finalClockPeriodUsage=0.401
export IMPL_remaining_drc_errors=0
export IMPL_cts_tree="done"
export IMPL_required_ns=784.32
export IMPL_grt_max_degree=165
export IMPL_fa_ha_area_frac=0.0213
export IMPL_syn_mean_instance_area_um2=27.3
export IMPL_die_area_um2=2440000
export IMPL_power_leakage_nw=329
export IMPL_path_buffers=2
export IMPL_p_per_area_nw_per_um2=2.27
export IMPL_synth_async_reset_ratio=0.0138
export IMPL_dr_pass1_iters=6
export IMPL_dieHeight_um=1560
export IMPL_clk_pin_slew_ns=0.06
export IMPL_hold_viol_final=0
export IMPL_maxSlewHeadroom=0.335
export IMPL_edf_count=38500
export IMPL_wire_per_inst_um=17.4
export IMPL_outcome="complete, no violations"
export IMPL_cp_start_kind="input pin"
export IMPL_wl_met1_um=625000
export IMPL_cts_setup_buffers=0
export IMPL_top_layer="met5"
export IMPL_clock_sinks=39000
export IMPL_max_cap_violations=0
export IMPL_numCtsBuffers=3521
export IMPL_placedCellCount=77300
export IMPL_ys_area_um2=1220000
export IMPL_worstPathArrival_ns=197.30
export IMPL_h_tree_depth=8
export IMPL_routed_wl_um=1460000
export IMPL_insertion_delay_ns=1.65
export IMPL_cp_end_kind="output pin"
export IMPL_yosys_warnings=5
export IMPL_drt_iter0_drc=29600
export IMPL_dp_hpwl_um=707000
export IMPL_numPortBuffers=57
export IMPL_final_setup_tns_ns=0
export IMPL_timing_fmax_ghz=0.00254
export IMPL_aoi_share=0.00502
export IMPL_ant_nets=0
export IMPL_skew_ns=0.115
export IMPL_critPathMaxStageDelay_ns=0.56
export IMPL_tool_warnings=274
export IMPL_hp_class="reg2reg"
export IMPL_routed_via_density=4.87
export IMPL_overflow=0
export IMPL_grt_pass1_vias=435000
export IMPL_cp_max_fo=3
export IMPL_slowest_stage="clkdlybuf4s50_1"
export IMPL_ctsLongestPathBuffers=6
export IMPL_place_ws_ns=587.02
export IMPL_finalSetupViolations=0
export IMPL_track_usage=0.137
export IMPL_rsz0062_at_grt="false"
export IMPL_ys_flop_type="edfxtp_1"
export IMPL_holdBufCountCts=0
export IMPL_final_max_slew_viol_count=0
export IMPL_worst_path_dominant_cell_family="buffers and inverters"
export IMPL_path_class="in2out"
export IMPL_xor_share=0.00151
export IMPL_crit_chain="clkdlybuf4s50_1, nand2b_1, clkdlybuf4s50_1"
export IMPL_synth_cell_types=73
export IMPL_fp_util=0.501
export IMPL_ios=58
export IMPL_stdcell_count=83800
export IMPL_vias=408000
export IMPL_root_buffer="clkbuf_16"
export IMPL_synth_area_um2=1220000
export IMPL_core_um2=2420000
export IMPL_die_width_um=1560
export IMPL_setup_ws_ns=587.02
## per-stage QoR
stage	total power, mW	utilization	hold slack (ns)	area [µm²]
CTS	3.17	0.567	0.330	1370000
finish	3.12	0.567	0.340	1370000
global placement	1.84	0.520	0.400	1260000
detailed placement	1.84	0.520	0.405	1260000
floorplan	1.84	-	0.346	1220000
global route	3.23	0.567	0.344	1370000
## Yosys cell counts, types with 19 or more instances
| library cell | n | share of area |
|---|---|---|
| o211ai_1 | 28 | 0.00017 |
| mux2_2 | 304 | 0.0028 |
| nand4_1 | 35 | 0.00018 |
| mux2i_1 | 21 | 0.00017 |
| edfxtp_1 | 38500 | 0.95 |
| ha_1 | 999 | 0.010 |
| xnor2_1 | 135 | 0.00097 |
| o21bai_1 | 42 | 0.00026 |
| a211oi_1 | 28 | 0.00017 |
| clkbuf_1 | 115 | 0.00036 |
| nand3_1 | 84 | 0.00035 |
| nand2b_1 | 28 | 0.00014 |
| and3_1 | 29 | 0.00015 |
| nand2_1 | 345 | 0.0011 |
| a21oi_1 | 254 | 0.0010 |
| a21o_1 | 129 | 0.00080 |
| nor3_1 | 45 | 0.00019 |
| dfrtp_1 | 539 | 0.011 |
| xor2_1 | 75 | 0.00054 |
| o21ai_0 | 284 | 0.0012 |
| o31ai_1 | 19 | 0.00012 |
| fa_1 | 670 | 0.011 |
| a31oi_1 | 26 | 0.00013 |
| or3_1 | 26 | 0.00013 |
| a22oi_1 | 25 | 0.00015 |
| inv_1 | 1389 | 0.0043 |
| o21a_1 | 21 | 0.00013 |
| nor2_1 | 154 | 0.00048 |
## per-layer routing
metal	vias to the layer above	track usage
met5	-	0.000893
met4	20	0.0333
met3	3144	0.102
met2	15800	0.156
met1	203000	0.248
li1	186000	-
## final cells by class
type	count	area, µm²
Sequential cell	39000	1170000
Fill cell	168000	1050000
Clock buffer	4307	91700
Multi-Input combinational cell	4028	41500
Tap cell	32100	40200
Clock inverter	2171	21100
Timing Repair Buffer	722	6390
Inverter	1390	5220
Antenna cell	38	95.1
## state kept, by name, summed over array words and instances (netlist names), 47 cells and up
name / flops
y_buffer: 9600
x_buffer_right: 9600
y_buffer_right: 9600
r_y_right: 47
x_buffer: 9600
r_x_right: 47
r_y: 47
r_x: 47
## report_power, final
| part | internal, mW | switching, mW | leakage (nW) |
|---|---|---|---|
| Sequential | 1.80 | 0 | 242 |
| Combinational | 0.000142 | 0.000535 | 31.2 |
| Clock | 0.746 | 0.570 | 54.9 |
## cell families after synthesis
group | Yosys count
multiplexers | 325
AND-OR/OR-AND | 977
flip-flops | 39000
buffers and inverters | 1520
adder cells (fa/ha/maj) | 1669
XOR/XNOR | 210
AND/OR/NAND/NOR | 847
## final timing paths
| path | from | end | cells after the start |
|---|---|---|---|
| max | m_axis_tready | s_axis_tready | 3 |
| min | x_buffer_right[381][18]$_DFFE_PP_ | x_buffer_right[380][18]$_DFFE_PP_ | 0 |
| max reg2reg | state[7]$_DFF_PN0_ | y_buffer_right[183][2]$_DFFE_PP_ | 14 |
| min reg2reg | x_buffer_right[381][18]$_DFFE_PP_ | x_buffer_right[380][18]$_DFFE_PP_ | 0 |
| max in group asynchronous | rst | r_y[0]$_DFFE_PN0P_ | 5 |
| min in group asynchronous | rst | xn[1]$_DFFE_PN0P_ | 1 |
## cells in the final DEF, fill, tap and decap left out, types with 97 or more instances in the layout
master / n
xnor2_1: 135
ha_1: 999
a21oi_1: 254
clkbuf_1: 750
bufinv_16: 304
mux2_2: 304
clkinv_1: 886
fa_1: 670
dfrtp_1: 534
nor2_1: 154
o21ai_0: 284
inv_1: 1389
nand2_1: 345
buf_4: 599
edfxtp_1: 38500
clkbuf_16: 3550
a21o_1: 129
clkinv_16: 97
clkinv_2: 662
## worst register-to-register path, cell delays in order (launching register included)
cell and delay [ns]:
dfrtp_1 0.50, and2_4 0.55, buf_4 0.62, buf_4 0.75
buf_4 0.73, buf_12 0.54, buf_4 0.57, buf_4 0.70
buf_4 0.75, buf_4 0.71, buf_4 0.75, buf_4 0.77
buf_4 0.78, buf_4 0.69, buf_4 0.74
Power figures rest on the tool's default switching activity, not on a simulated workload.
